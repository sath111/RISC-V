===== /design/flow/run.sh =====
#!/bin/bash
# OpenROAD 26Q1-2900-gdf79404cd8, Yosys 0.63+post, stock flow scripts
make -C /OpenROAD-flow-scripts/flow DESIGN_CONFIG=/design/flow/config.mk WORK_HOME=/design/flow/orfs finish

===== /design/flow/config.mk =====
export PLATFORM = sky130hd
export DESIGN_NAME = WRAPPER_DMEM
export DESIGN_NICKNAME = WRAPPER_DMEM
export VERILOG_FILES = /design/flow/design.v
export SDC_FILE = /design/flow/constraint.sdc
export NUM_CORES = 4
export LEC_CHECK = 1
export CORE_UTILIZATION = 30

===== /design/flow/constraint.sdc =====
current_design WRAPPER_DMEM

set clk_period 4.2
set clk_io_pct 0.2

create_clock -name clk0 -period $clk_period [get_ports {clk}]

set non_clock_inputs [all_inputs -no_clocks]
set_input_delay [expr $clk_period * $clk_io_pct] -clock clk0 $non_clock_inputs
set_output_delay [expr $clk_period * $clk_io_pct] -clock clk0 [all_outputs]

===== /design/flow/design.v =====
module WRAPPER_DMEM #(
    parameter d_width = 32,
    parameter a_width = 8
)
(
    input clk, rst_n,
    input en,
    input load_store,
    input [1:0] byteadd,
    input [2:0] func,
    input [a_width - 1 : 0] addr,
    input [d_width - 1 : 0] wdata,
    output reg [d_width - 1 : 0] rdata
);
reg [d_width -1 : 0] mem [0: ((1 << a_width) -1)];
integer i;
always @(posedge clk, negedge rst_n) begin
    if(!rst_n) begin
        for(i = 0; i < (1 << a_width); i = i + 1) begin
            mem[i] <= 32'd0;
        end
    end
    else begin
        if(en) begin
            if(load_store) begin
                case (func)
                    3'b000: begin  
                        case(byteadd) 
                            2'b00: mem[addr][7:0] <=  wdata[7:0];
                            2'b01: mem[addr][15:8] <= wdata[7:0];
                            2'b10: mem[addr][23:16] <= wdata[7:0];
                            2'b11: mem[addr][31:24] <= wdata[7:0];
                        endcase
                    end
                    3'b001: begin  
                        case (byteadd)
                            2'b00: mem[addr][15:0] <= wdata[15:0];
                            2'b01: mem[addr][23:8] <= wdata[15:0];
                            2'b10: mem[addr][31:15] <= wdata[15:0];
                        endcase
                    end
                    3'b010: begin  
                        mem[addr] <= wdata;
                    end
                endcase
            end
            else begin
                case(func)
                    3'b000: begin  
                        case(byteadd)
                            2'b00: rdata <= {{24{mem[addr][7]}}, mem[addr][7:0]};
                            2'b01: rdata <= {{24{mem[addr][15]}}, mem[addr][15:8]};
                            2'b10: rdata <= {{24{mem[addr][23]}}, mem[addr][23:16]};
                            2'b11: rdata <= {{24{mem[addr][31]}}, mem[addr][31:24]};
                        endcase
                    end
                    3'b001: begin  
                        case(byteadd)
                            2'b00: rdata <= {{16{mem[addr][15]}}, mem[addr][15:0]};
                            2'b01: rdata <= {{16{mem[addr][15]}}, mem[addr][23:8]};
                            2'b10: rdata <= {{16{mem[addr][15]}}, mem[addr][31:15]};
                        endcase
                    end
                    3'b010: begin  
                        rdata <= mem[addr];
                    end
                    3'b100: begin  
                        case(byteadd)
                            2'b00: rdata <= {{24{1'b0}}, mem[addr][7:0]};
                            2'b01: rdata <= {{24{1'b0}}, mem[addr][15:8]};
                            2'b10: rdata <= {{24{1'b0}}, mem[addr][23:16]};
                            2'b11: rdata <= {{24{1'b0}}, mem[addr][31:24]};
                        endcase
                    end
                    3'b101: begin  
                        case(byteadd)
                            2'b00: rdata <= {{16{1'b0}}, mem[addr][15:0]};
                            2'b01: rdata <= {{16{1'b0}}, mem[addr][23:8]};
                            2'b10: rdata <= {{16{1'b0}}, mem[addr][31:15]};
                        endcase
                    end
                endcase
            end
        end
    end
end
endmodule

==> run notes <==
Global route
- via count of the first global-routing pass: 548200
- global-route usage over all layers: 78.41%
- sum of overflow across all layers after global routing: 6455
- global-route wire length before repair: 6236 mm
- pin count of the biggest net entering global routing: 145

Logic synthesis
- part of the Yosys area used for sequential elements: 56.48%
- Area contributors post-synth: dfrtp_1, mux2_2, o21ai_0
- cell taking the most area after synthesis: dfrtp_1
- Synth Register Bits: 8224
- post-synth area from yosys stat: 364700 um2
- Most used DFF post-synth: dfrtp_1
- Yosys top cell by instances: dfrtp_1
- mapped cell area: 364700 um2
- area share of the largest cell type after synthesis: 56.22%
- number of standard cells reported by yosys: 36840
- Distinct cells, synth: 104
- async set or reset register ratio after synthesis: 99.61%
- instance count of the mapped netlist: 36840
- count of flip-flops with a built-in enable after synthesis: 32
- most common library cells after synthesis: dfrtp_1, nand2_1, o21ai_0, a21oi_1, nor2_1
- mean instance size in the synthesized netlist: 9.898 um2
- Yosys warning total: 2

Outcome
- result of the run: stopped before the end
- tool error: [ERROR GRT-0116] Global routing finished with congestion. Check the congestion regions in the DRC Viewer.
- last flow stage reached: global routing

Placed design
- placed wire-length estimate: 2809 mm
- final weighted congestion in routability-driven placement: 1.542
- IO Port Bufs: 80
- Placement Cell Area: 457300 um2

Clocking
- Clock Sink Count: 8224
- root cell of the clock tree: clkbuf_16
- Num CTS Buffers: 894
- Bufs on Longest Clock Path: 5
- # H-tree levels: 6

Floorplan
- FP Core Util: 30.12%
- io pins: 81
- number of cell rows: 404
- die boundary height: 1.105 mm
- die width: 1.105 mm

[kinds of logic after synthesis]
family | after synthesis | share of synthesized area, %
mux | 2329 | 7.146
flops | 8224 | 56.48
fa+ha+maj | 4 | 0.01373
simple gates | 9918 | 11.14
compound gates | 12990 | 21.51
buf+inv | 3372 | 3.707
xor+xnor | 2 | 0.004805
[per-layer routing]
layer,GRT overflow,GRT usage [%]
met5,165,60.14
met4,1753,72.29
met3,1247,73.63
met2,2347,85.52
met1,943,79.56
[what timing repair did]
item | in CTS
gates resized | 850
setup endpoints to repair | 64
setup buffers | 209
pin swaps | 206
cloned | 11
hold buffers | 1
endpoints found under the hold margin | 234
[through the flow]
step | instances | setup WS [ps] | util, % | total power [mW]
after CTS | 59010 | -504.8 | 40.95 | 204.3
after global placement | 57120 | -3924 | 37.76 | 120.4
after floorplan | 36840 | -11.58 | - | 100.2
after detailed placement | 57130 | -3347 | 37.77 | 118.3
Power figures rest on the tool's default switching activity, not on a simulated workload.
