$ cat flow/config.mk
export PLATFORM = sky130hd
export DESIGN_NAME = ID_EX
export DESIGN_NICKNAME = ID_EX
export VERILOG_FILES = /design/flow/design.v
export SDC_FILE = /design/flow/constraint.sdc
export NUM_CORES = 4
export LEC_CHECK = 1
export CORE_AREA = 10 10 178 178
export DIE_AREA = 0 0 188 188
$ cat flow/constraint.sdc
current_design ID_EX

set clk_period 1.0
set clk_io_pct 0.2

create_clock -name clk0 -period $clk_period [get_ports {clk}]

set non_clock_inputs [all_inputs -no_clocks]
set_input_delay [expr $clk_period * $clk_io_pct] -clock clk0 $non_clock_inputs
set_output_delay [expr $clk_period * $clk_io_pct] -clock clk0 [all_outputs]
$ cat flow/design.v
module ID_EX(
    input clk, rst_n,
    input jumpD,
    input branchD,
    input [1:0] writebackD,
    input [2:0] funcD,
    input load_storeD,
    input en_dmemD,
    input [3:0] ALU_controlD,
    input alu_srcD,
    input wen_rfD,
    input [31:0] out_rf1D,
    input [31:0] out_rf2D,
    input [31:0] out_extendD,
    input [4:0] rdD,
    input [7:0] PC_currentD,
    input [7:0] PC_nextD,
    input [4:0] rs1D,
    input [4:0] rs2D,
    output reg jumpE,
    output reg branchE,
    output reg [1:0] writebackE,
    output reg [2:0] funcE,
    output reg load_storeE,
    output reg en_dmemE,
    output reg [3:0] ALU_controlE,
    output reg alu_srcE,
    output reg wen_rfE,
    output reg [31:0] out_rf1E,
    output reg [31:0] out_rf2E,
    output reg [31:0] out_extendE,
    output reg [4:0] rdE,
    output reg [7:0] PC_currentE,
    output reg [7:0] PC_nextE,
    output reg [4:0] rs1E,
    output reg [4:0] rs2E
);
always @(posedge clk) begin
    if(~rst_n) begin
        jumpE <= 0;
        branchE <= 0;
        writebackE <= 0;
        funcE <= 0;
        load_storeE <= 0;
        en_dmemE <= 0;
        ALU_controlE <= 0;
        alu_srcE <= 0;
        wen_rfE <= 0;
        out_rf1E <= 0;
        out_rf2E <= 0;
        out_extendE <= 0;
        rdE <= 0;
        PC_currentE <= 0;
        PC_nextE <= 0;
        rs1E <= 0;
        rs2E <= 0;
    end
    else begin
        jumpE <= jumpD;
        branchE <= branchD;
        writebackE <= writebackD;
        funcE <= funcD;
        load_storeE <= load_storeD;
        en_dmemE <= en_dmemD;
        ALU_controlE <= ALU_controlD;
        alu_srcE <= alu_srcD;
        wen_rfE <= wen_rfD;
        out_rf1E <= out_rf1D;
        out_rf2E <= out_rf2D;
        out_extendE <= out_extendD;
        rdE <= rdD;
        PC_currentE <= PC_currentD;
        PC_nextE <= PC_nextD;
        rs1E <= rs1D;
        rs2E <= rs2D;
    end
end
endmodule
$ cat flow/run.sh
#!/bin/bash
# OpenROAD 26Q1-2900-gdf79404cd8, Yosys 0.63+post, stock flow scripts
make -C /OpenROAD-flow-scripts/flow DESIGN_CONFIG=/design/flow/config.mk WORK_HOME=/design/flow/orfs finish
==> notes.md <==
The flow completed. The run finished, with violations left. The final reports fail on setup timing. The final report gives the core utilization as 0.254. In this design, the largest share of critical-path delay is due to flip-flops. In the final report, the number of hold violations comes to 0.

CTS buffer count landed at 17. Post-synthesis area per instance landed at 12.9 um^2. Floorplan core density landed at 0.139. Total power divided by cell area landed at between 1500 and 2000 mW/mm^2. Post-CTS timing repair inserted 0 buffers for setup. Ratio of final minimum period to clock period landed at 1.05. Number of gates given a new drive strength after cts landed at 476. After layout, the design draws a total of between 10,000 and 15,000 uW. The data required time reported for the critical path is 800 ps. STA classifies the critical path endpoint as an output port. Wire length of the first global-routing pass landed at between 20,000 and 25,000 um. Site row count landed at around 61. Counting flops with a built-in enable in the synthesized netlist gives 0. The clock drives 142 sinks.

Area of the mapped netlist landed at between 0.003 and 0.004 mm^2. Count of endpoints failing setup in the final report landed at between 100 and 150. Count of pins over their slew limit landed at 0. The die is 188 um wide.

After technology mapping, the gate count stands at between 200 and 300. Instance area after placement landed at 0.00710 mm^2. The cell sequence reported for the critical path is buf_6. The detailed router finished its first iteration with between 60 and 70 violations. Transition time at the pin with the least slew margin landed at roughly 230 ps. Setup repair after global routing could not meet its margin everywhere. Combined buffer and inverter count along the critical path landed at 1. Hold analysis shows the worst path with a depth of 3. The critical path is of the reg2out type.

For this run, the script counts the antenna cells in the layout as 0. The core region is 0.0278 mm^2. The analysis attributes to cell leakage a power of 0.00312 uW.

Synthesis warning total landed at 1. Number of detailed-route iterations in the first pass landed at 4. The critical path's slowest stage uses the library cell dfxtp_2. Placer's final routability congestion estimate landed at between 0.7 and 0.8.

In the synthesis report, Yosys lists the chip area as 0.00386 mm^2. Per-cell routed wire length landed at 14.4 um. Post-synth the commonest register cell is dfxtp_1. HPWL after detailed placement landed at 11,100 um.

Across every metal layer, demand over resource in global routing totals 0.0783. The synthesized design contains 142 register bits. Maximum operating frequency landed at between 900 and 1000 MHz.

Worst-case clock buffer depth landed at 2. Once routing completed, OpenROAD measured the worst setup slack at -49.0 ps. Tally of buffers added on design ports landed at 285. For the completed layout, the total cell area is recorded as ~0.0070 mm^2. Via count of the first global-routing pass landed at 3,159. Looking at the critical path, the highest net fanout was 1. Yosys attributes the largest share of cell area to dfxtp_1 (74%), and2_1 (23%), buf_6 (2.6%). Share of cells above drive strength 1 landed at 0.338.

Cts-stage hold buffer count landed at 0. The floorplan report gives the top-level pin count as 286. Routed via count divided by cell count landed at 3.03.

Count of unique library cells instantiated by Yosys landed at 4. TritonCTS built the clock tree. The worst setup path is launched from a flop. The most critical hold endpoint after final layout shows a slack of 272 ps. Normalized max-slew margin landed at 0.848.

Area growth from synthesis to layout landed at 82.3%. Sequential-to-total area share from yosys stat landed at 0.736. Vertical extent of the die landed at approximately 190 um. Count of maximum capacitance violations landed at 0. The share of synthesized area in the top cell type comes to 0.736. In the CTS report, the clock slew at the register clock pins of the worst setup and hold paths is listed as 60 ps. Arrival time of data at the critical path endpoint landed at 850 ps. Final critical delay including setup and external delays landed at 1050 ps. Number of cells on the critical path landed at 1. Share of flip-flops with an asynchronous set or reset after synthesis landed at 0. The initial antenna violation count is 0. Maximum level of the CTS H-tree landed at 4. Post-synthesis cell count from yosys landed at 299. The DRC violation total left in the routed layout is recorded as 0. Yosys reports that the most numerous cell types are and2_1 (142), dfxtp_1 (142), buf_6 (9), buf_2 (6).

Delay contributed by the slowest stage of the critical path landed at roughly 330 ps. The synthesized design spends more area on one cell type than any other, namely dfxtp_1. Clock tree synthesis selected as its root buffer the cell clkbuf_16. Per the power-grid run, VDD falls by no more than 0.000813 V.

According to the floorplan report, the total die area is 0.0353 mm^2. Note that the worst hold path type here is in2reg. Stage-log warning count landed at 27. Remaining global-route overflow landed at 0.

Nets still carrying antenna violations after routing amount to 0. Vias after detailed routing landed at 2,976. Entering global routing, the biggest net connects 66 pins. The final layout contains routed wiring with a total length of between 10,000 and 15,000 um.
==> power by group <==
group	total (uW)	internal, uW	switching (uW)
logic	1120	837	286
clock network	6280	3760	2520
registers	6040	5970	65.0
==> layer usage <==
layer,GRT usage,part of all wire,up-vias
li1,-,-,1479
met1,0.0942,0.40,1283
met2,0.114,0.41,209
met3,0.0588,0.18,5
met4,0.00708,0.0060,0
met5,0,0,-
==> cells by family (layout without fill, tap and decap cells) <==
kind of cell,count (synthesis),count (layout),synth area share
buf+inv,15,320,0.0340
flops,142,142,0.736
simple gates,142,142,0.230
==> layout make-up <==
type,count,area (um^2)
well taps,378,473
fillers,3021,20700
clock buffers,19,443
multi-input cells,142,888
flip-flops and latches,142,2880
clock inverters,13,138
repair buffers,288,2220
==> worst min-delay path, delay by kind of cell <==
| kind | cells | cell delay, ps |
|---|---|---|
| simple gates | 1 | 130 |
| buf+inv | 2 | 320 |
==> flip-flops by register name, summed over array words and instances, names as in the netlist, 5 cells and up <==
register,count
out_extendE,32
out_rf2E,32
rs2E,5
rdE,5
rs1E,5
PC_nextE,8
PC_currentE,8
out_rf1E,32
==> cell usage in the layout (no fill, tap or decap), drive strengths merged <==
cell type / Yosys / routed
clkdlybuf4s50: 0 / 142
clkinv: 0 / 4
dfxtp: 142 / 142
clkinvlp: 0 / 3
and2: 142 / 142
inv: 0 / 4
buf: 15 / 146
clkbuf: 0 / 19
bufinv: 0 / 2
==> through the flow <==
stage / setup TNS, ps / std cells / setup slack (ps)
2_1_floorplan: 0 / 299 / 325
3_3_place_gp: -284 / 950 / -55.4
3_5_place_dp: -259 / 950 / -56.6
4_1_cts: -6870 / 982 / -91.7
5_1_grt: -9330 / 982 / -105
6_report: -1310 / 982 / -49.0
==> worst paths after layout <==
path	startpoint	endpoint	slack (ps)
hold / removal	rst_n	PC_nextE[1]	270
setup / recovery	out_rf1E[4]	out_rf1E[4]	-50
Power and IR drop assume default switching activity.
