### /design/flow/config.mk
export PLATFORM = sky130hd
export DESIGN_NAME = EX_ME
export DESIGN_NICKNAME = EX_ME
export VERILOG_FILES = /design/flow/design.v
export SDC_FILE = /design/flow/constraint.sdc
export NUM_CORES = 4
export LEC_CHECK = 1
export CORE_UTILIZATION = 30
### /design/flow/constraint.sdc
current_design EX_ME

set clk_period 1.0
set clk_io_pct 0.2

create_clock -name clk0 -period $clk_period [get_ports {clk}]

set non_clock_inputs [all_inputs -no_clocks]
set_input_delay [expr $clk_period * $clk_io_pct] -clock clk0 $non_clock_inputs
set_output_delay [expr $clk_period * $clk_io_pct] -clock clk0 [all_outputs]
### /design/flow/design.v
module EX_ME(
    input clk, rst_n,
    input [1:0] writebackE, 
    input [2:0] funcE,
    input load_storeE,
    input en_dmemE,
    input wen_rfE,
    input [31:0] alu_resultE,
    input [31:0] out_rf2E1,
    input [4:0] rdE,
    input [7:0] PC_nextE,
    output reg [1:0] writebackM,
    output reg [2:0] funcM,
    output reg load_storeM,
    output reg en_dmemM,
    output reg wen_rfM,
    output reg [31:0] alu_resultM,
    output reg [31:0] out_rf2M,
    output reg [4:0] rdM,
    output reg [7:0] PC_nextM
);
always@(posedge clk) begin
    if(~rst_n) begin
        writebackM <= 0;
        funcM <= 0;
        load_storeM <= 0;
        en_dmemM <= 0;
        wen_rfM <= 0;
        alu_resultM <= 0;
        out_rf2M <= 0;
        rdM <= 0;
        PC_nextM <= 0;
    end
    else begin
        writebackM <= writebackE;
        funcM <= funcE;
        load_storeM <= load_storeE;
        en_dmemM <= en_dmemE;
        wen_rfM <= wen_rfE;
        alu_resultM <= alu_resultE;
        out_rf2M <= out_rf2E1;
        rdM <= rdE;
        PC_nextM <= PC_nextE;
    end
end
endmodule
### /design/flow/run.sh
#!/bin/bash
# OpenROAD 26Q1-2900-gdf79404cd8, Yosys 0.63+post, stock flow scripts
make -C /OpenROAD-flow-scripts/flow DESIGN_CONFIG=/design/flow/config.mk WORK_HOME=/design/flow/orfs finish
==> results.txt <==
first-pass GRT wire length - 7960 µm
Crit Path Class - reg -> out
Inserted Clock Buffers - 9
synthesized instance count - 179
Max VDD drop - 0.000816 V
crit-path max cell delay - 0.32 ns
FMAX - 1.05 GHz
drt first pass iters - 4
number of max-cap violations - 0
Adder Area Share - 0
XOR Share, Synth - 0
number of fill cells - 680
TNS Setup - 0 ns
Buf+Inv Stages, Crit Path - 1
Hold Buf Count CTS - 0
sequential area share after synthesis - 0.735
Yosys top cell by area - dfxtp_1
stages on the worst setup path - 1
core region area - 7370 µm²
CP max FO - 1
crit-path cells - buf_2
Chip Width - 89.9 µm
top cells, area - dfxtp_1, and2_1, buf_6
layout cell share with drive strength beyond 1 - 0.292
Post-synth EDFFs - 0
Wirelength per Cell - 11.1 µm
Initial Util - 0.314
grt total ovfl - 0
root buffer cell - clkbuf_8
worst hold margin - 0.212 ns
Avg Synthesized Cell Area - 12.9 µm²
final hold violation count - 0
fin. max-slew vios - 0
outcome - completed
Final GP Congestion - 0.714
CP Data Required Time - 0.80 ns
Placement Rows - 31
OpenROAD warnings - 25
yosys stat chip area - 2320 µm²
CP max stage cell - dfxtp_2
layout overhead on the synthesized area - 68.7%
Final ANT Viol Nets - 0
area fraction in compound gates - 0
HP Class - in -> reg
Worst-Margin Slew - 0.176 ns
number of DRC markers in iteration 0 - 23
Residual DRC - 0
final setup fails - 0
Worst Setup End Kind - output pin
clk buf depth - 2
Port Buffers - 171
ANT cells - 0
Clock Sinks - 85
ys cells - 179
Die Height - 89.9 µm
Data arrival, critical path - 0.76 ns
vias in the first global route - 1,693
CTS clk-pin slew, worst paths - 0.08 ns
ys flop type - dfxtp_1
asr flop ratio synth - 0
Main logic family - simple AND/OR/NAND/NOR gates
area fraction in mux cells - 0
worst hold stages - 2
unrepaired setup endpoints after global routing - no
post-layout min period - 0.955 ns
delay-heaviest family, CP - flip-flops
GRT Util Overall - 0.125
Relative slew margins - 0.883
pin count of the biggest net entering global routing - 44
Yosys warning count - 1
CTS tree - done
I/O pin count - 172
logic area - 532 µm²
initial antenna violation count - 0
via count - 1,711
Sequential Area - 1700 µm²
Critical Path Start Type - flop
Post-Synth Simple-Gate Area - 0.230
top cells by count, synth - and2_1, dfxtp_1, buf_6
number of library cell types mapped by synthesis - 4
final worst path period share - 0.955
H-tree Lvls - 3
Dominant cell area share - 0.735
final wirelength - 5080 µm
static leakage - 1.81 nW
power density cells - 1760 nW/µm²
Yosys reg bits - 85
Die Area - 8070 µm²
vias per inst - 3.74
post-synthesis cell area - 2320 µm²
[final cells by class]
| type | count | share of cell area |
|---|---|---|
| clock buffer | 12 | 0.0397 |
| clock inverter | 4 | 0.0179 |
| multi-input combinational | 85 | 0.136 |
| sequential | 85 | 0.436 |
| tap | 99 | 0.0317 |
| timing repair buffer | 173 | 0.338 |
[metal layers]
metal,global-route usage,share of wire,vias to the layer above
li1,-,-,883
met1,0.164,0.41,716
met2,0.205,0.46,104
met3,0.0447,0.11,8
met4,0.0282,0.018,0
met5,0,0,-
[through the flow]
stage | util | instances | area [µm²] | power, mW | setup WS, ns
after CTS | 0.530 | 458 | 3910 | 6.98 | 0.0146
final | 0.530 | 458 | 3910 | 6.87 | 0.0450
after detailed placement | 0.557 | 442 | 4100 | 4.49 | 0.0208
after global routing | 0.530 | 458 | 3910 | 7.20 | 0.00669
after global placement | 0.557 | 442 | 4100 | 4.48 | 0.0184
after floorplan | - | 179 | 2320 | 3.80 | 0.334
[flip-flops by register name, indices dropped and copies added (netlist names)]
| register | cells |
|---|---|
| PC_nextM | 8 |
| alu_resultM | 32 |
| wen_rfM | 1 |
| load_storeM | 1 |
| funcM | 3 |
| out_rf2M | 32 |
| writebackM | 2 |
| en_dmemM | 1 |
| rdM | 5 |
[power breakdown]
part | switching [mW] | leakage [nW] | internal (mW)
clock network | 1.11 | 0.116 | 1.54
logic | 0.129 | 0.987 | 0.494
registers | 0.0327 | 0.709 | 3.56
total | 1.27 | 1.81 | 5.59
[what timing repair did]
action,4_1_cts,5_1_grt
setup buffers,0,0
resized,259,0
setup endpoints to repair,85,0
[kinds of logic after synthesis]
family                 count (synthesis)
and+or+nand+nor                       85
DFF                                   85
buffers and inverters                  9
[placed cells by master (no fill, tap or decap)]
cell type,synthesis,routed
clkbuf_8,0,11
clkbuf_1,0,1
dfxtp_2,0,2
bufinv_16,0,2
buf_12,0,2
and2_1,85,85
clkdlybuf4s50_1,0,85
clkinv_2,0,2
dfxtp_1,85,83
buf_2,3,86
[path summary, 6_finish.rpt]
check,slack (ns),start,end
worst min-delay path,0.21,rst_n,out_rf2M[3]$_SDFF_PN0_
worst max-delay path,0.04,en_dmemM$_SDFF_PN0_,en_dmemM
No activity file was given, so power comes from the tool's default toggle rates.
